**/design/flow/config.mk**
```make
export PLATFORM = sky130hd
export DESIGN_NAME = data_mem
export DESIGN_NICKNAME = data_mem
export VERILOG_FILES = /design/flow/design.v
export SDC_FILE = /design/flow/constraint.sdc
export NUM_CORES = 4
export LEC_CHECK = 1
export CORE_UTILIZATION = 50
export SYNTH_HDL_FRONTEND = slang
export SYNTH_MEMORY_MAX_BITS = 65536
```
**/design/flow/constraint.sdc**
```tcl
current_design data_mem

set clk_period 62.1
set clk_io_pct 0.2

create_clock -name clk0 -period $clk_period [get_ports {clk}]

set non_clock_inputs [all_inputs -no_clocks]
set_input_delay [expr $clk_period * $clk_io_pct] -clock clk0 $non_clock_inputs
set_output_delay [expr $clk_period * $clk_io_pct] -clock clk0 [all_outputs]
```
**/design/flow/design.v**
```verilog
module data_mem #(
    parameter DEPTH = 256
)(
    input  wire        clk,
    input  wire        we,
    input  wire [3:0]  strobe,
    input  wire [31:0] addr,    
    input  wire [31:0] wdata,
    output wire [31:0] rdata
);
    reg [31:0] mem [0:DEPTH-1];
    initial begin
        $readmemh("data_mem.hex", mem); 
    end
    wire [31:0] word_addr = addr[31:2];
    always @(posedge clk) begin
        if (we) begin
            if(strobe[0]) mem[word_addr][7:0] <= wdata[7:0];
            if(strobe[1]) mem[word_addr][15:8] <= wdata[15:8];
            if(strobe[2]) mem[word_addr][23:16] <= wdata[23:16];
            if(strobe[3]) mem[word_addr][31:24] <= wdata[31:24];
        end
    end
    assign rdata = mem[word_addr];
endmodule
```
**/design/flow/run.sh**
```bash
#!/bin/bash
# OpenROAD 26Q1-2900-gdf79404cd8, Yosys 0.63+post, stock flow scripts
make -C /OpenROAD-flow-scripts/flow DESIGN_CONFIG=/design/flow/config.mk WORK_HOME=/design/flow/orfs finish
```
==> results_dict.tcl <==
# implementation run metrics
set metrics [dict create \
    slew_headroom_pct 13.4 \
    grtUsageTotal_pct 28.8 \
    cts_tree "built" \
    cp_top_family "buffers and inverters" \
    p_leak_nw 105 \
    max_clock_freq_mhz 31.0 \
    synth.avg_cell_area_um2 22.2 \
    critPathArrivalTime_ns 19.88 \
    ff_type "edfxtp_1" \
    yosys_area_um2 312000 \
    most_common_cell "edfxtp_1" \
    ys_seq_share_pct 78.8 \
    maxCapViolations 0 \
    path_class "in2out" \
    portBuffers 77 \
    min_path_type "in2reg" \
    synthesis.area_um2 312000 \
    wl_per_cell_um 33.6 \
    ctsLongestPathBuffers 4 \
    path_buffers 9 \
    p_int_mw 8.87 \
    min_period_over_period_pct 52.0 \
    largest_reg_flops 8192 \
    ys_async_sr_fraction_pct 0 \
    power.density_nw_per_um2 32.2 \
    largest_area_cell "edfxtp_1" \
    ys_types 19 \
    cts_setup_buffers 0 \
    top_cells_by_area "edfxtp_1 (79%), mux4_2 (15%), a22oi_1 (2.5%)" \
    first_pass_iters 6 \
    ant_nets 0 \
    vdd_drop_max_v 0.0000333 \
    rsz0062_at_grt "no" \
    largest_register "mem" \
    finalHoldViolations 0 \
    ys_warn_count 0 \
    critPathSlowestCell "o41ai_1" \
    p_clk_share_pct 41.2 \
    wl_met3_um 142000 \
    p_seq_share_pct 54.3 \
    syn_to_final_growth_pct 11.6 \
    status "finished, final reports clean" \
    worstPathCellList "buf_16 -> buf_4 -> buf_4 -> buf_4 -> buf_4 -> buf_4 -> buf_4 -> mux4_2 -> a22oi_1 -> a21oi_1 -> o41ai_1 -> buf_4 -> nand4_1 -> clkdlybuf4s50_1" \
    place_inst 22000 \
    critPathMaxFanout 74 \
    num_vias 146000 \
    ys.flops 8192 \
    drc 0 \
    htreeDepth 6 \
    routed_wl_um 788000 \
    endpoint_kind "output pin" \
    core_region_area_um2 621000 \
    drt_iter0_drc 9203 \
    grt_pass1_wl_um 1130000 \
    row_count 289 \
    grt_max_degree 137 \
    grt_pass1_vias 166000 \
    cts-root-buf "clkbuf_16" \
    max_stage_delay_ns 1.00 \
    synth-edff-count 8192 \
    gp_congestion 0.867 \
    final_layout_size_suffix_gt1_share_pct 24.4 \
    setup_violations 0 \
    netSwitchingFraction_pct 21.0 \
    chipArea_um2 628000 \
    setup_tns_ns 0 \
    cts_hold_buf 0 \
    die_w_um 792 \
    cp_common_cell "buf_4" \
    required_ns 49.68 \
    drv_slew 0 \
    num_io_pins 102 \
    min_period_ns 32.30 \
    ys_cells 14000 \
    whs_ns 11.69 \
    route.met2.wl_um 376000 \
    startpoint_type "input port" \
    numCtsBuffers 800 \
    tightest_slew_ns 1.29 \
    fill_cells 43700 \
    vias_per_cell 6.24 \
    path_clk_slew_ns 0.05 \
    wl_met1_um 233000 \
    combPwrFrac_pct 4.5 \
    power_switching_mw 2.36 \
    overflow 0 \
    fin_cells 23400 \
    topRoutingLayerUsed "met5" \
    syn_inst 14000 \
    reg_top3 "mem x8192" \
    fp.dieH_um 792 \
    top_cell_area_share_pct 78.8 \
    clkSinkCount 8192 \
    common_cells "edfxtp_1 (8192), mux4_2 (2048), nor2_1 (1042), a22oi_1 (1024), clkbuf_1 (617)" \
    antenna_found_initial 40 \
    ctsResizeCount 0 \
    hpwl_um 470000 \
    warnings 74 \
    fp_util_pct 50.3 \
]
[metal layers]
| layer | vias up | GRT usage (%) |
|---|---|---|
| met4 | 85 | 9.38 |
| li1 | 60700 | - |
| met2 | 9370 | 41.1 |
| met1 | 74600 | 35.1 |
| met5 | - | 1.96 |
| met3 | 1502 | 23.0 |
[stage by stage]
step | instance area [µm²] | power [mW] | util [%] | setup slack (ns)
after global routing | 349000 | 11.6 | 56.2 | 28.98
after floorplan | 312000 | 6.47 | - | 35.32
final | 349000 | 11.2 | 56.2 | 29.80
after CTS | 349000 | 11.3 | 56.1 | 29.52
after detailed placement | 324000 | 6.72 | 52.1 | 29.53
after global placement | 324000 | 6.71 | 52.1 | 29.53
[layout by cell type, fill, tap and decap left out, types with 3 or more instances in the layout]
cell type           n
nand2_1            69
nand2_2            20
inv_6              13
edfxtp_1         8192
nand3_1             6
clkinv_2          144
nor3_2              4
a22oi_1          1024
clkinv_8           25
and2_1              5
clkdlybuf4s50_1    43
nand2b_1            4
o41ai_2            16
a21oi_1           512
o41ai_1           112
nor2b_1             4
mux4_2           2048
nor2b_4             4
clkinv_16           4
buf_12             15
buf_4             451
diode_2            28
clkbuf_16         808
nand2_4            14
bufinv_16          55
clkinv_1          214
nand4_1            32
clkinvlp_4         17
clkbuf_1          165
nor2_1           1040
inv_16             10
clkinv_4            3
buf_8              30
[logic make-up (layout without fill, tap and decap cells)]
logic type | count (synthesis) | count (layout) | synth area share (%)
other | 0 | 28 | 0
multiplexers | 2048 | 2048 | 14.8
AND-OR/OR-AND | 1664 | 1664 | 3.64
AND/OR/NAND/NOR | 1212 | 1212 | 1.51
buffers and inverters | 931 | 2002 | 1.31
flip-flops | 8192 | 8192 | 78.8
[final cells by class]
cell class	instances	area [µm²]	share of cell area [%]
sequential	8192	246000	70.6
multi-input combinational	4924	62600	17.9
clock buffer	973	20800	5.98
tap	8293	10400	2.98
timing repair buffer	544	4650	1.33
clock inverter	485	4170	1.20
antenna	28	70.1	0.0201
[power groups by stage]
stage	Combinational, mW	Sequential, mW	Clock (mW)
4_1_cts	0.516	6.09	4.70
5_1_grt	0.547	6.09	4.92
6_report	0.509	6.09	4.63
[final timing paths]
check,depth (start not counted),start,slack [ns],end
worst max-delay path,14,addr[3],29.80,rdata[24]
worst min-delay path,1,wdata[20],11.69,mem[226][20]$_DFFE_PP_
Power and IR drop assume default switching activity.
